--- /design/flow/run.sh ---
#!/bin/bash
# OpenROAD 26Q1-2900-gdf79404cd8, Yosys 0.63+post, stock flow scripts
make -C /OpenROAD-flow-scripts/flow DESIGN_CONFIG=/design/flow/config.mk WORK_HOME=/design/flow/orfs finish
--- /design/flow/config.mk ---
export PLATFORM = sky130hd
export DESIGN_NAME = alu
export DESIGN_NICKNAME = alu
export VERILOG_FILES = /design/flow/design.v
export SDC_FILE = /design/flow/constraint.sdc
export NUM_CORES = 4
export LEC_CHECK = 1
export CORE_UTILIZATION = 30
--- /design/flow/constraint.sdc ---
current_design alu

set clk_period 250.2
set clk_io_pct 0.2

create_clock -name clk0 -period $clk_period

set non_clock_inputs [all_inputs -no_clocks]
set_input_delay [expr $clk_period * $clk_io_pct] -clock clk0 $non_clock_inputs
set_output_delay [expr $clk_period * $clk_io_pct] -clock clk0 [all_outputs]
--- /design/flow/design.v ---
module alu(a, b, aluctrl,  aluOut, zero, LSb_aluresult);
   input  [31:0] a, b;
   input  [3:0] aluctrl;
   output[31:0] aluOut;
   output zero, LSb_aluresult;
   reg[31:0] aluOut;
   assign zero = (aluOut==0) ? 1 : 0;
   assign LSb_aluresult = aluOut[0];
   always @(aluctrl or a or b)
      casex (aluctrl)
         0: aluOut <= a & b;
         1: aluOut <= a | b;
         2: aluOut <= OUT(a, b);
         4: aluOut <= a * b;
         5: aluOut <= a / b;
         10: aluOut <= a - b;
         11: aluOut <= (a < b) ? 1:0;
         default: aluOut<=0;
      endcase
      function [31:0] OUT;
          input [31:0] a, b;
          begin
          casex(b[31])
              1'b1:   begin
                      b = ~b;
                      b = b + 1'b1;
                      OUT = a - b;
                      end
              default: OUT = a + b;
          endcase
          end
      endfunction
endmodule
==> qor_table.md <==
| Metric | This run | Unit |
|---|---|---|
| Start point of the worst min-delay path | aluctrl[3] | - |
| CP most frequent cell | sky130_fd_sc_hd__ha_1 | - |
| Status | complete, no violations | - |
| Arithmetic-cell share of the synthesized area counting full adders, half adders and majority gates | 35.5 | % |
| Tally of OpenROAD warnings | 100 | - |
| Finished Core Util | 32.9 | % |
| Yosys top cell area share | 18.9 | % |
| Post-Place Worst Slack | 68.39 | ns |
| Proportion of synthesized area in mux cells | 2.36 | % |
| Largest driver fanout on the critical path | 42 | - |
| Clock period minus final worst setup slack | 183.84 | ns |
| Top cells by area | sky130_fd_sc_hd__ha_1, sky130_fd_sc_hd__fa_1, sky130_fd_sc_hd__nand2_1, sky130_fd_sc_hd__xnor2_1, sky130_fd_sc_hd__inv_1 | - |
| Synthesized chip area reported by yosys | 49600 | sq um |
| Number of standard cells in the layout, taps in and fillers out | 9134 | - |
| Least-Margin Pin Slew | 1.03 | ns |
| Count of port buffers added during placement | 102 | - |
| Routed via count | 52.9k | - |
| Worst hold endpoint | aluOut[4] | - |
| Synthesized area per cell | 7.16 | sq um |
| Detail-routed net length per standard cell | 25.7 | um |
| Initial Util | 30.3 | % |
| Placement Rows | 148 | - |
| Max Transition Viols Final | 0 | - |
| Met1 demand-to-capacity share in global routing | 39.6 | % |
| Sequential element share of the synthesized area | 0 | % |
| Post-cts hold-fix buffer tally | 0 | - |
| Busiest layer in global routing | met2 | - |
| Hold Path Class | input pin to output port | - |
| Number of hold-slack violations in the final timing report | 0 | - |
| Final-layout clock buffer total | 0 | - |
| Max_slew headroom | 30.7 | % |
| Top cell types by occurrence after synthesis | sky130_fd_sc_hd__nand2_1, sky130_fd_sc_hd__ha_1, sky130_fd_sc_hd__inv_1 | - |
| Layout cell share with drive strength beyond 1 | 6.00 | % |
| Number of different library cells in the post-synthesis netlist | 114 | - |
| DRC Markers | 0 | - |
| Peak supply drop | 89.7 | uV |
| Num ports | 102 | - |
| Count of mapped cells out of synthesis | 6930 | - |
| Most common cell in the synthesized netlist | sky130_fd_sc_hd__nand2_1 | - |
| Number of global-route vias before repair | 50.2k | - |
| First-pass detailed-route iteration total | 6 | - |
| Sequential cells | 0 | - |
| Die W | 409 | um |
| Total wire length | 235000 | um |
| Post-CTS setup buffers | 0 | - |
| Total number of yosys warnings | 1 | - |
| Sequential standard cell area | 0 | sq um |
| Post-CTS resize count | 0 | - |
| Unrepaired setup endpoints after global routing | false | - |
| Antenna-violating nets left | 0 | - |
| Post-synthesis to final-layout area growth | 8.42 | % |
| Critical Path Slowest Stage Cell | sky130_fd_sc_hd__clkdlybuf4s50_1 | - |
| Overflow after GRT | 0 | - |
| Accumulated negative setup slack | 0 | ns |
| Fmax | 5.44 | MHz |
| First-iteration detailed-routing DRC count | 5051 | - |
| Simple share | 22.0 | % |
| Total of max-cap violations | 0 | - |
| Pin count of the biggest net entering global routing | 43 | - |
| Critical path launch point | b[30] | - |
| Met3 Usage GRT | 9.50 | % |
| Final setup violation count | 0 | - |
| GR Util met2 | 40.1 | % |
| Number of cells on the worst hold path | 8 | - |
| Overall Global Routing Usage | 28.1 | % |
| Library cell occupying the most area in the post-synthesis netlist | sky130_fd_sc_hd__ha_1 | - |
| Synthesized-area fraction occupied by ao, oa, aoi and oai cells | 24.8 | % |
| Data arrival time of the critical path | 133.80 | ns |
| Delay of the slowest cell on the worst path | 0.86 | ns |
| FILL cells | 17.4k | - |
| Final RePlAce weighted congestion | 1.06 | - |
| Total die size | 167000 | sq um |
| First-pass GRT wire length | 341000 | um |
| Synth logic family | adder cells | - |
| Worst Setup Path Type | input pin to output port | - |
| Static power due to leakage | 25.2 | nW |
| Critical path endpoint category | output port | - |
| Xor+xnor area frac | 8.07 | % |
| Via/cell ratio | 5.79 | - |
| Required time reported for the critical path endpoint | 200.16 | ns |
| Power Density | 13.0 | nW/um^2 |
| Final Cycle Share | 73.5 | % |
| Die height | 409 | um |
| Fin Hold WS | 101.47 | ns |
| Area of the mapped netlist | 49600 | sq um |
| Smallest setup slack after layout | 66.36 | ns |
| DP Cell Count | 9124 | - |
| Initial antenna violation count | 18 | - |
| Yosys Instances | 6930 | - |
| Core region area | 164000 | sq um |
| Sort of element at the start of the critical path | input pin | - |
| Half-perimeter wire length after placement | 187000 | um |
through the flow:
step	instance area, sq um	total power [mW]
final	53800	0.696
after global routing	53800	0.768
after detailed placement	53700	0.669
after floorplan	49600	0.453
after global placement	53700	0.669
after CTS	53700	0.676
layout by cell type (no fill, tap or decap), types with 152 or more instances in the layout:
cell	netlist	final
sky130_fd_sc_hd__buf_4	1	185
sky130_fd_sc_hd__fa_1	410	410
sky130_fd_sc_hd__nor2_1	667	665
sky130_fd_sc_hd__ha_1	750	750
sky130_fd_sc_hd__nand2_1	924	924
sky130_fd_sc_hd__o21ai_0	315	315
sky130_fd_sc_hd__a21oi_1	482	480
sky130_fd_sc_hd__a21o_1	173	173
sky130_fd_sc_hd__inv_1	684	671
sky130_fd_sc_hd__xor2_1	157	157
sky130_fd_sc_hd__nand3_1	152	152
sky130_fd_sc_hd__nor3_1	164	162
sky130_fd_sc_hd__xnor2_1	300	300
layer usage:
metal / routed length (um) / share of wire, % / vias up
met3: 27400 / 12 / 478
li1: - / - / 24400
met1: 101000 / 43 / 25300
met5: 1010 / 0.43 / -
met2: 95600 / 41 / 2730
met4: 10000 / 4.3 / 29
worst max path at each step:
stage | endpoint | slack (ns) | depth (start not counted)
4_1_cts | zero | 68.16 | 283
5_1_grt | zero | 61.94 | 283
6_report | zero | 66.36 | 283
area by class of cell:
| cell class | count | area [sq um] | share of cell area (%) |
|---|---|---|---|
| multi-input cells | 5970 | 46000 | 85.6 |
| well taps | 2175 | 2720 | 5.06 |
| inverters | 692 | 2600 | 4.83 |
| repair buffers | 287 | 2400 | 4.47 |
| diodes | 10 | 25.0 | 0.0465 |
cell families after synthesis:
| family | Yosys count |
|---|---|
| AND-OR/OR-AND | 1845 |
| XOR/XNOR | 457 |
| adder cells (fa/ha/maj) | 1160 |
| buffers and inverters | 960 |
| multiplexers | 108 |
| AND/OR/NAND/NOR | 2400 |
worst max-delay path, delay by kind of cell:
family	cells	cell delay, ns
adders and majority gates	31	10.04
and+or+nand+nor	74	20.84
buffers and inverters	21	5.64
AOI/OAI and AO/OA	148	43.73
muxes	9	3.24
power by group:
| group | internal [mW] | switching, mW | total [mW] | leakage, nW |
|---|---|---|---|---|
| Sequential | 0 | 0 | 0 | 0 |
| Clock | 0.00000000181 | 0 | 0.00000000187 | 0.0000618 |
| Combinational | 0.269 | 0.427 | 0.696 | 25.2 |
| Total | 0.269 | 0.427 | 0.696 | 25.2 |
Power is estimated from default activity; no workload was simulated.
