==> flow/design.v <==
module adder(a, b,  out);
   input[31:0] a, b;
   output[31:0] out;
   assign out = OUT(a, b);
   function [31:0] OUT;
       input [31:0] a, b;
       begin
       casex(b[31])
           1'b1:   begin
                   b = ~b;
                   b = b + 1'b1;
                   OUT = a - b;
                   end
           default: OUT = a + b;
       endcase
     end
   endfunction
endmodule
==> flow/run.sh <==
#!/bin/bash
# OpenROAD 26Q1-2900-gdf79404cd8, Yosys 0.63+post, stock flow scripts
make -C /OpenROAD-flow-scripts/flow DESIGN_CONFIG=/design/flow/config.mk WORK_HOME=/design/flow/orfs finish
==> flow/config.mk <==
export PLATFORM = sky130hd
export DESIGN_NAME = adder
export DESIGN_NICKNAME = adder
export VERILOG_FILES = /design/flow/design.v
export SDC_FILE = /design/flow/constraint.sdc
export NUM_CORES = 4
export LEC_CHECK = 1
export CORE_AREA = 10 10 93 93
export DIE_AREA = 0 0 103 103
==> flow/constraint.sdc <==
current_design adder

set clk_period 14.7
set clk_io_pct 0.2

create_clock -name clk0 -period $clk_period

set non_clock_inputs [all_inputs -no_clocks]
set_input_delay [expr $clk_period * $clk_io_pct] -clock clk0 $non_clock_inputs
set_output_delay [expr $clk_period * $clk_io_pct] -clock clk0 [all_outputs]
==> deck_impl_summary.md <==
Run Summary

Outcome
  – Status: completed

Power and ir drop
  – PwrDens: between 40 and 50 nW/um^2
  – Peak VDD IR: ~0.020 mV
  – Leakage power: about 1.2 nW

Job
  – Stage-log warning count: 32
  – Max cap viols: 0

Finish
  – Layout cell share with drive strength beyond 1: 0.0280
  – Number of sequential cells: 0
  – Clk_buf instances: 0
  – Register area: 0 sq um
  – Post-Layout Cell Count: around 400
  – Top Layout Cells: clkdlybuf4s50_1 (96), ha_1 (31), a21oi_1 (27), xnor2_1 (22), a21o_1 (17)
  – P&R area growth vs syn: 60.2%
  – Area of the multi-input gates: around 1600 sq um
  – Fill cells: slightly below 700
  – Top cell excl fill/tap: clkdlybuf4s50_1

Yosys
  – Post-synthesis chip area from yosys: between 1500 and 2000 sq um
  – Register share after synthesis: 0
  – Yosys Instances: around 230
  – Syn Area/Cell: ~7.3 sq um
  – Cell Area, Synth: between 1500 and 2000 sq um
  – Synthesis Warnings: 1
  – Cells after synthesis: about 230
  – Distinct cells, synth: between 40 and 50

STA
  – Crit share post-route: 0.603
  – Endpoints failing hold: 0
  – Slew HR: 0.640
  – FMAX: ~0.11 GHz
  – Final Max Slew Viols: 0
  – Minimum clock period: between 8 and 9 ns
  – Setup Viol. Count Final: 0
  – Slew @ Worst Pin: 0.537 ns
  – Unrepaired setup endpoints after global routing: no
  – Fin Setup TNS: 0 ns

Floorplanning
  – Die W: ~100 microns
  – Row Count: 30
  – Full die area: about 11000 sq um
  – Core Util at FP: 0.254
  – Area of the core: about 6800 sq um
  – I/O Pins: 96
  – Die Y: between 100 and 150 microns

Critical path
  – Worst-path maximum fanout: 4
  – Crit-path leading delay family: AND-OR/OR-AND gates
  – Slowest stage delay, CP: 0.50 ns
  – CP Cell Sequence: clkdlybuf4s50_1, ha_1, a211o_1, a211o_1, a41oi_2, o21ba_4, o311ai_4, a311oi_2, xnor2_1, clkdlybuf4s50_1
  – Buf/Inv on CP: 2
  – Slowest stage cell, crit path: clkdlybuf4s50_1
  – CP arrival: just under 6 ns
  – CP Class: input port to output pin
  – Critical Path Sink Type: output pin
  – Startpoint types: input port
  – Worst EP required: ~12 ns

Clocking
  – Hold_buf cts: 0
  – Post-cts resize count: 0
  – Setup bufs post-CTS: 0

Place
  – Cell total after placement: 402
  – Post-DP HPWL: roughly 5100 microns
  – GPL Wtd Cong: 0.882
  – IO buf count: around 96

GRT
  – Remaining global-route overflow: 0
  – Vias in the first global route: a little over 2000
  – Initial antenna violation count: 0
  – Largest net degree at the start of global routing: 10
  – Gr usage total: 0.102
  – First-pass GRT wire length: approximately 9000 microns

Route
  – First-pass DRT Iterations: 4
  – Wire length per cell: between 10 and 15 microns
  – # diodes: 0
  – Total Wirelength: 5790 microns
  – DR vias: roughly 2000
  – Routed Antenna Nets: 0
  – DRT iter0 DRCs: 74
  – DR vias/cell: ~5
  – DRC viols: 0

Worst hold path
  – Class of the most critical hold timing path: input port to output pin
[Yosys cell counts, drive strengths merged]
library cell	instances	area share
o41ai	1	0.0095
o21ba	2	0.015
a21bo	1	0.0058
o21ai	16	0.047
nor2b	3	0.011
o21a	5	0.022
nor3	3	0.0088
a31o	1	0.0051
nand2b	2	0.0073
nand4	7	0.026
nor4	1	0.0037
o211a	1	0.0058
o211ai	2	0.0088
a211oi	3	0.013
a221o	1	0.0058
xnor2	22	0.11
a41oi	1	0.0095
nand3	7	0.020
a31oi	3	0.011
ha	31	0.23
or3	1	0.0037
o311ai	1	0.015
fa	1	0.012
inv	10	0.022
and3	1	0.0037
o221ai	1	0.0051
a21boi	1	0.0044
o31ai	2	0.0088
a32o	2	0.012
a221oi	2	0.014
a211o	3	0.015
o2111ai	1	0.0051
nand2	15	0.033
clkbuf	8	0.018
and2	2	0.0073
o2111a	1	0.0066
a21oi	27	0.079
a311oi	1	0.0088
xor2	8	0.041
and4	1	0.0051
nor2	15	0.033
a21o	17	0.075
[cell families (layout without fill, tap and decap cells)]
| family | after synthesis | count (layout) | synth area share |
|---|---|---|---|
| adder cells (fa/ha/maj) | 32 | 32 | 0.238 |
| XOR/XNOR | 30 | 30 | 0.153 |
| AND/OR/NAND/NOR | 58 | 58 | 0.162 |
| AND-OR/OR-AND | 96 | 96 | 0.407 |
| buffers and inverters | 18 | 106 | 0.0394 |
[metrics by stage]
step	setup WS [ns]	total power [mW]	area (sq um)	hold WS [ns]	util
after global routing	5.60	0.145	2740	6.96	0.406
after global placement	5.84	0.133	2740	6.91	0.406
after CTS	5.80	0.133	2740	6.92	0.406
final	5.83	0.130	2740	6.90	0.406
after detailed placement	5.81	0.132	2740	6.91	0.406
after floorplan	6.95	0.0621	1710	6.02	-
[final timing paths]
path              start  cells past startpoint       to
setup / recovery   a[1]                     10  out[29]
hold / removal     b[0]                      3   out[0]
[per-layer routing]
metal | share of wire | track usage
met1 | 0.48 | 0.141
met2 | 0.43 | 0.165
met3 | 0.090 | 0.0271
met5 | 0 | 0
met4 | 0 | 0
[report_power, final]
part / total, mW / switching, mW / internal (mW) / leakage (nW)
clock: 0 / 0 / 0 / 0
combinational: 0.130 / 0.0511 / 0.0793 / 1.16
sequential: 0 / 0 / 0 / 0
total: 0.130 / 0.0511 / 0.0793 / 1.16
[final cells by class]
| type | count | share of cell area |
|---|---|---|
| multi-input cells | 216 | 0.600 |
| repair buffers | 96 | 0.350 |
| well taps | 80 | 0.0365 |
| inverters | 10 | 0.0137 |
[tightest hold or removal path, cell delays in order]
cell and delay (ns):
clkdlybuf4s50_1 0.45, ha_1 0.12, clkdlybuf4s50_1 0.45
Power figures rest on the tool's default switching activity, not on a simulated workload.
