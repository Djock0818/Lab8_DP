--- config.mk ---
export PLATFORM = sky130hd
export DESIGN_NAME = regfile
export DESIGN_NICKNAME = regfile
export VERILOG_FILES = /design/flow/design.v
export SDC_FILE = /design/flow/constraint.sdc
export NUM_CORES = 4
export LEC_CHECK = 1
export CORE_UTILIZATION = 50
--- constraint.sdc ---
current_design regfile

set clk_period 7.1
set clk_io_pct 0.2

create_clock -name clk0 -period $clk_period [get_ports {clock}]

set non_clock_inputs [all_inputs -no_clocks]
set_input_delay [expr $clk_period * $clk_io_pct] -clock clk0 $non_clock_inputs
set_output_delay [expr $clk_period * $clk_io_pct] -clock clk0 [all_outputs]
--- design.v ---
module regfile(clock, regWrite, readReg1, readReg2, regDest, writeData, readData1, readData2);
   input clock, regWrite;
   input[4:0] readReg1, readReg2, regDest;
   input[31:0] writeData;
   output[31:0] readData1, readData2;
   reg[31:0] readData1, readData2;
   reg[31:0] regFile[0:31];
   always @(negedge clock) if (regWrite == 1) regFile[regDest] <= writeData;
   always @(readReg1) readData1 <= (readReg1 != 0) ? regFile[readReg1] : 0;
   always @(readReg2) readData2 <= (readReg2 != 0) ? regFile[readReg2] : 0;
endmodule
--- run.sh ---
#!/bin/bash
# OpenROAD 26Q1-2900-gdf79404cd8, Yosys 0.63+post, stock flow scripts
make -C /OpenROAD-flow-scripts/flow DESIGN_CONFIG=/design/flow/config.mk WORK_HOME=/design/flow/orfs finish
==> results.yml <==
# generated from flow reports
status:
  status: "complete, but fails checks"
  violations: "negative setup slack"
clock_tree:
  clock_tree.root_cell: "clkbuf_16"
  clkSinkCount: 1024
  cts_buffer_depth: 3
  cts_buffers: 112
  h-tree-depth: 3
  holdBufCountCts: 0
  cts_tree: "done"
  clk_pin_slew_worst_paths_ns: 0.03
final_layout:
  logic_area_um2: 17400
  largest_registers: "regFile: 1024 flops"
  fill_cells: 6088
  finalNonFillerCells: 4951
  area_growth_pct: 30.6
  mostFrequentLayoutCell: "inv_1"
  drive_above_1_share_pct: 32.8
  utilization_pct: 65.9
  largest_reg_flops: 1024
  max_flop_register: "regFile"
  lay_top_cells: "inv_1 (1,047), edfxtp_1 (1,024), mux4_2 (465), buf_4 (181), mux2i_1 (160)"
  ff_latch_area_um2: 30700
drt:
  viasPerCell: 6.12
  wl_um: 155000
  drtIter0Drc: 1696
  wl_per_cell_um: 31.4
  drc: 0
  wl_met3_um: 32100
  wl_met1_um: 45600
  ant_nets: 0
  drt_first_pass_iters: 8
  highest_layer: "met5"
  wl_met2_um: 72100
  vias: 30300
yosys:
  synth_top_area_share_pct: 65.3
  ys_ff: 1024
  yosys_area_um2: 47100
  synth_seq_share_pct: 65.3
  syn_avg_cell_area_um2: 20.6
  synth-async-reset-ratio_pct: 0
  yosysCellCount: 2291
  syn-cell-area_um2: 47100
  flop_cell: "edfxtp_1"
  syn_inst: 2291
  top_area_cell: "edfxtp_1"
  synth_cell_types: 40
  ys_warn_count: 1
  synthTopCellsByArea: "edfxtp_1 (65%), mux4_2 (22%), mux2i_1 (3.4%)"
  edf_count: 1024
global_route:
  grt_first_pass_wirelength_um: 222000
  antenna_found_initial: 3
  grt_max_degree: 77
  grt-ovfl-total: 0
  grt.total_usage_pct: 37.7
  grt_pass1_vias: 35600
run:
  warning_count: 1030
  cap_violations: 0
placement:
  gp_congestion: 0.916
  dpl.hpwl_um: 90100
  dp_worst_setup_slack_ns: -0.730
  io_buffers: 112
  place_inst: 3715
pwr:
  power_frac_clock_pct: 51.8
  power_frac_comb_pct: 8.1
  sw_frac_of_total_pct: 27.2
  power_frac_seq_pct: 40.1
  internal-power_mw: 12.4
  power.density_nw_per_um2: 276
  leakage_nw: 24.0
  switching_power_mw: 4.62
  irDropWorstVdd_uv: 226
timing:
  setup_viol_count_final: 64
  slew_violations: 0
  finalHoldViolations: 0
  grt_setup_unrepaired: "yes"
  whs_ns: 3.68
  max_slew_margin_pct: 36.7
  fin_tns_setup_ns: -17.39
  setup_slack_ns: -0.440
  tightest_slew_ns: 0.949
worst_setup_path:
  crit_top_cell: "mux4_2"
  path_cells: "mux4_2 > mux4_2 > o22ai_4 > nor3_4 > buf_2"
  critPathLaunchType: "flip-flop"
  crit_family: "multiplexers"
  cpPeakStageDelay_ns: 0.56
  crit_fanout: 2
  path_buffers: 1
  worstPathRequired_ns: 5.68
  critical_path_class: "reg2out"
  arrival_ns: 6.12
  end_kind: "output port"
  crit_slowest_cell: "mux4_2"
die:
  initial_core_util_pct: 50.4
  floorplan.rows: 112
  core_um2: 93300
  dieArea_um2: 95400
  dieHeight_um: 309
  ios: 113
  die_x_um: 309
hold_path:
  hold_path_class: "in2out"
[synth_stat cells (all sizes together), types with 2 or more instances]
cell type / n
mux4: 465
mux2i: 160
or3b: 4
nor3: 55
inv: 3
a211oi: 4
a32o: 4
a21oi: 8
and2: 3
clkbuf: 69
nand3: 4
a221oi: 6
nor4: 5
or3: 2
nor2b: 13
o221ai: 5
or2: 2
edfxtp: 1024
nand3b: 7
nand2: 7
buf: 123
mux2: 33
o22ai: 105
a2111oi: 61
a22o: 53
nor2: 39
nand2b: 6
a22oi: 16
[layer usage]
metal,GRT usage (%),vias up
met3,36.3,337
met2,50.2,2546
met4,14.8,10
met1,41.5,14600
li1,-,12800
met5,3.08,-
[metrics by stage]
| step | power (mW) | instance area [um^2] |
|---|---|---|
| 2_1_floorplan | 8.39 | 47100 |
| 6_report | 17.0 | 61500 |
| 3_3_place_gp | 8.97 | 51900 |
| 3_5_place_dp | 8.99 | 51900 |
| 5_1_grt | 17.9 | 61500 |
| 4_1_cts | 17.1 | 61200 |
[worst paths after layout]
kind | endpoint | cells after the start | start
worst max-delay path | readData1[25] | 5 | regFile[29][25]
worst min-delay path | readData2[10] | 4 | readReg2[4]
[final cells by class]
| cell class | count | area share, % |
|---|---|---|
| Multi-Input combinational cell | 1071 | 28.2 |
| Clock buffer | 114 | 4.64 |
| Sequential cell | 1024 | 50.0 |
| Inverter | 3 | 0.0183 |
| Tap cell | 1254 | 2.55 |
| Timing Repair Buffer | 370 | 6.09 |
| Antenna cell | 1 | 0.00407 |
| Clock inverter | 1114 | 8.47 |
[worst min-delay path: stages]
cell and delay [ns]:
buf_2 0.13, buf_4 0.42, a311oi_4 0.18, buf_2 0.10
[cells by family (layout without fill, tap and decap cells)]
family          after synthesis  after routing  synth area share (%)
compound gates              264            264                  4.36
simple gates                149            149                  1.63
mux                         658            658                  26.4
other cells                   0              1                     0
buf+inv                     196           1601                  2.26
flops                      1024           1024                  65.3
[power by group through the flow]
stage,clock [mW],sequential (mW),combinational [mW]
5_1_grt,9.67,6.80,1.44
6_report,8.80,6.81,1.37
4_1_cts,8.99,6.81,1.35
[repair_timing]
action | in CTS | in global routing
setup endpoints to repair | 64 | 64
pin swaps | 134 | 30
resized | 453 | 36
setup buffers | 19 | 8
endpoints found under the hold margin | 0 | 0
Power and IR drop assume default switching activity.
